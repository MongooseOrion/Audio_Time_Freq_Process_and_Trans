File: design/flow/config.mk
export PLATFORM = sky130hd
export DESIGN_NAME = divider_signed
export DESIGN_NICKNAME = divider_signed
export VERILOG_FILES = /design/flow/design.v
export SDC_FILE = /design/flow/constraint.sdc
export NUM_CORES = 4
export LEC_CHECK = 1
export CORE_UTILIZATION = 30
File: design/flow/constraint.sdc
current_design divider_signed

set clk_period 13.5
set clk_io_pct 0.2

create_clock -name clk0 -period $clk_period [get_ports {clock}]

set non_clock_inputs [all_inputs -no_clocks]
set_input_delay [expr $clk_period * $clk_io_pct] -clock clk0 $non_clock_inputs
set_output_delay [expr $clk_period * $clk_io_pct] -clock clk0 [all_outputs]
File: design/flow/design.v
`timescale 1ns / 1ps
module divider_signed(
input [31:0] dividend,
input [31:0] divisor,
input start,
input clock,
input reset,
output [31:0] q,
output [31:0] r, 
output reg busy,
output reg done
);
reg [4:0] count;
reg [31:0] reg_q;
reg [31:0] reg_r;
reg [31:0] reg_b;
reg busy2,r_sign;
reg flag1,flag2;
wire ready;
wire [32:0] add_sub;
wire [31:0] r_temp;
wire [31:0] q_temp;
assign ready=~busy&busy2;
assign add_sub=r_sign?({reg_r,q_temp[31]}+{1'b0,reg_b}):({reg_r,q_temp[31]}-{1'b0,reg_b});
assign q_temp=reg_q;
assign q=flag1?(~q_temp+1):q_temp;
assign r_temp=r_sign?reg_r+reg_b:reg_r;
assign r=flag2?(~r_temp+1):r_temp;
always @ (posedge clock or negedge reset)
begin
   if(reset==0) 
   begin
      count<=5'b0;
      busy<=1'b0;
      done <= 1'b0;
      busy2<=1'b0;
   end
   else
   begin
      busy2<=busy;
      if(start)
      begin
         reg_r<=32'b0;
         count<=5'b0;
         r_sign<=1'b0;
         busy<=1'b1;
         flag1<=dividend[31]^divisor[31];
         flag2<=dividend[31];
         reg_q<=dividend[31]?~(dividend-1):dividend;
         reg_b<=divisor[31]?~(divisor-1):divisor;
         done <= 1'b0;
      end
      else if(busy)
      begin
         reg_q<={reg_q[30:0],~add_sub[32]};
         reg_r<=add_sub[31:0];
         r_sign<=add_sub[32];
         count<=count+5'b1;
            if(count==5'b11111) begin
             busy<=0;
             done <= 1'b1;
            end
      end
      else done <=1'b0;
   end
end
endmodule
File: design/flow/run.sh
#!/bin/bash
# OpenROAD 26Q1-2900-gdf79404cd8, Yosys 0.63+post, stock flow scripts
make -C /OpenROAD-flow-scripts/flow DESIGN_CONFIG=/design/flow/config.mk WORK_HOME=/design/flow/orfs finish
==> Flow_metrics.wiki <==
=== Synthesis and place and route ===
{| class="wikitable"
! Metric !! Value
|-
| Area of the synthesized netlist per yosys stat || approximately 11000 um^2
|-
| Met2 wire len || around 13000 um
|-
| Detailed Route WL || around 28000 um
|-
| Total cells reported by yosys after synthesis || 1252
|-
| Count of library flops with an enable pin || 99
|-
| Maxcap violations || 0
|-
| Cts hold-fix bufs || 0
|-
| CORE AREA || between 30000 and 40000 um^2
|-
| Least setup slack across all paths after layout || around 5.5 ns
|-
| Vias per cell || 5.198
|-
| Most instantiated library cell after synthesis || nor2_1
|-
| Min-delay worst type || reg2reg
|-
| Async S/R FF share, synth || about 6.6%
|-
| Detail Placement HPWL || roughly 22000 um
|-
| Number of vias in the routed layout || approximately 9500
|-
| Register clock-pin slew on the reported worst setup and hold paths || about 0.070 ns
|-
| Reg-to-reg setup timing slack || approximately 8.4 ns
|-
| Outcome || finished, final reports clean
|-
| CTS tree || done
|-
| Number of rows in the core area || just under 70
|-
| H-Tree Depth || 3
|-
| Uppermost layer routed || met5
|-
| Launching element type of the critical path || flop
|-
| Combinational share of power || approximately 70%
|-
| Seq/Total Area, Yosys || between 20% and 30%
|-
| Num ports || ~130
|-
| Switching share of power || 44.16%
|-
| Count of nets left with antenna violations after detail routing || 0
|-
| Number of endpoints failing setup at the final stage || 0
|-
| Width of the die || ~190 um
|-
| Total congestion overflow || 0
|-
| Hold Worst Slack || 0.5302 ns
|-
| Number of resized instances in the post-cts repair step || 0
|-
| Final max-slew violation count || 0
|-
| Largest fanout of any net on the critical path || 5
|-
| Fin crit period || ~8.0 ns
|-
| Worst clock skew || 0.009994 ns
|-
| Power per cell area || between 200 and 250 nW/um^2
|-
| Pre-CTS setup slack || roughly 5.8 ns
|-
| Critical path class || reg2out
|-
| Number of port buffers || between 100 and 150
|-
| Proportion of power drawn by the clock network || approximately a tenth
|-
| Number of instances in the synthesized netlist || 1252
|-
| DIE HEIGHT || between 150 and 200 um
|-
| Worst path required time || about 11 ns
|-
| Fraction of the core area occupied by cells at floorplan || between 30 and 40%
|-
| Drt initial violations || between 500 and 600
|-
| Yosys cell types || 72
|-
| Unrepaired setup endpoints after global routing || no
|-
| OpenROAD warning count || 25
|-
| Worst path max stage delay || around 0.54 ns
|-
| Final weighted congestion in routability-driven placement || ~0.94
|-
| Iteration tally of the first detailed-router pass || 5
|-
| Clock latency of the later-clocked register in the worst-skew pair || 0.36 ns
|-
| Net Sw Power || between 1 and 1.5 mW
|-
| Setup Fix Bufs, Post-CTS || 0
|-
| Slowest CP cell || a221oi_1
|-
| Fmax achieved || between 0.1 and 0.15 GHz
|-
| Leading post-synthesis cells by cell area || edfxtp_1, xnor2_1, ha_1, xor2_1, a21oi_1
|-
| Data arrival at the endpoint of the critical path || ~5.3 ns
|-
| Hold Violations, Final || 0
|-
| Die outline area || between 30000 and 40000 um^2
|-
| Post-synthesis cell type with the largest combined area || edfxtp_1
|-
| Relative contribution of sequential cells to total power || 20.1%
|-
| Transition time of the tightest slew-check pin || between 0.8 and 0.9 ns
|-
| Flops & latches, synth || around 110
|-
| Sum of routed wire segments on met1 || approximately 14000 um
|-
| Number of global-route vias before repair || between 9000 and 10000
|-
| Number of antenna violations at the first check in global routing || 3
|-
| Highest ir drop seen on vdd || 76.99 uV
|-
| Area overhead of the layout relative to synthesis || 19.28%
|-
| Clock sink count || 106
|-
| Met3 wire length || 1693 um
|-
| Routed wire length per instance || 15.56 um
|-
| Maximum clock insertion buffer count || 2
|-
| Num CTS Buffers || 9
|-
| Dominant flop cell || edfxtp_1
|-
| Layout cell share with drive strength beyond 1 || roughly 3.8%
|-
| Ranking of synthesized cells by instance count || nor2_1, a21oi_1, xnor2_1
|-
| Synthesized area divided by synthesized cell count || around 8.5 um^2
|-
| Setup TNS after final layout || 0 ns
|-
| Overall track demand over capacity in global routing || 16.32%
|-
| Post-detailed-route DRC marker count || 0
|-
| Chain of cells forming the critical path || ha_1, fa_1, a21o_1, a221oi_1, a2111oi_0, or3_1, a22oi_1, a31o_2, nand4_1, a2111o_1, or2_2, o31a_1, xnor3_1, clkdlybuf4s50_1
|-
| Share of the clock period used by the worst path after layout || 59.26%
|-
| Type of element capturing the critical path || primary output
|-
| Netlist area before placement || roughly 11000 um^2
|-
| Internal Power || 1.537 mW
|-
| Global-route wire length before repair || ~47000 um
|-
| Max-Slew Margin vs Limit || 40.31%
|-
| Static leakage || approximately 4.8 nW
|-
| Maximum number of pins on one net before global-route repair || between 50 and 60
|-
| Tally of yosys warning messages || 1
|-
| Share of the synthesized area in the top cell type || between 20 and 30%
|-
| CTS Root Cell || clkbuf_16
|}
## kinds of logic after synthesis
| kind of cell | Yosys count | synth area share [%] |
|---|---|---|
| fa+ha+maj | 72 | 8.572 |
| buf+inv | 81 | 3.185 |
| mux | 14 | 1.347 |
| compound gates | 359 | 21.57 |
| simple gates | 419 | 19.25 |
| flops | 106 | 29.46 |
| xor+xnor | 201 | 16.61 |
## final timing paths
check / start / endpoint / cells past startpoint
setup / recovery: reg_r[0] / r[31] / 14
hold / removal: count[4] / count[4] / 2
setup reg to reg: reg_b[6] / reg_r[29] / 17
hold reg to reg: count[4] / count[4] / 2
max in group asynchronous: reset / count[3] / 1
min in group asynchronous: reset / done / 1
## flip-flops by register name, indices dropped and copies added (netlist names)
register  count
r_sign        1
reg_q        32
reg_b        32
done          1
reg_r        32
flag2         1
count         5
flag1         1
busy          1
## per-stage QoR
| step | utilization, % | area (um^2) | cells | total power [mW] |
|---|---|---|---|---|
| final | 36.62 | 12740 | 1818 | 2.752 |
| after global routing | 36.61 | 12740 | 1817 | 3.037 |
| after CTS | 36.61 | 12740 | 1817 | 2.771 |
| after detailed placement | 35.75 | 12440 | 1801 | 2.475 |
| after global placement | 35.75 | 12440 | 1801 | 2.479 |
| after floorplan | - | 10680 | 1252 | 1.918 |
## power by group through the flow
stage / clock, mW / combinational (mW) / sequential [mW]
6_report: 0.277 / 1.92 / 0.554
5_1_grt: 0.299 / 2.17 / 0.568
4_1_cts: 0.286 / 1.93 / 0.555
## critical path, delay by kind of cell (launching register included)
kind / cells / cell delay [ns]
xor gates and xnor gates: 1 / 0.33
DFF: 1 / 0.48
AOI/OAI and AO/OA: 7 / 2.09
and+or+nand+nor: 3 / 0.92
adders and majority gates: 2 / 0.71
buffers and inverters: 1 / 0.41
## routing by layer
layer | vias to the layer above | GRT usage [%]
met3 | 26 | 3.907
li1 | 4853 | -
met4 | 4 | 2.062
met1 | 4341 | 23.99
met2 | 226 | 25.47
met5 | - | 0
## cell usage in the layout, fill, tap and decap left out, drive strengths merged, types with 13 or more instances in the layout
| cell | count |
|---|---|
| clkdlybuf4s50 | 131 |
| nor2 | 128 |
| a21oi | 111 |
| xnor2 | 108 |
| nand2 | 101 |
| edfxtp | 99 |
| xor2 | 92 |
| o21ai | 78 |
| ha | 70 |
| nor3 | 32 |
| inv | 32 |
| o31ai | 31 |
| a21o | 31 |
| or3 | 30 |
| or4 | 19 |
| nand3 | 17 |
| nand2b | 17 |
| o41ai | 16 |
| nand4 | 14 |
| buf | 13 |
| o21a | 13 |
## cell type report
| cell class | count | area [um^2] |
|---|---|---|
| inverters | 31 | 116.4 |
| clock inverters | 7 | 76.32 |
| multi-input cells | 1065 | 7197 |
| well taps | 455 | 569.3 |
| clock buffers | 9 | 225.2 |
| fillers | 3443 | 22050 |
| flip-flops and latches | 106 | 3148 |
| diodes | 1 | 2.502 |
| repair buffers | 144 | 1409 |
Power is estimated from default activity; no workload was simulated.
